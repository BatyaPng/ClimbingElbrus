<file path="/design/flow/design.v">
module exp_corr (
    input clk, reset,
    input  [47:0] mant_mul,
    input  [7:0] exp_sum,
    output [7:0] exp_res
);
assign exp_res = (mant_mul[47] == 1) ? exp_sum : exp_sum - 1;
endmodule
</file>
<file path="/design/flow/run.sh">
#!/bin/bash
# OpenROAD 26Q1-2900-gdf79404cd8, Yosys 0.63+post, stock flow scripts
make -C /OpenROAD-flow-scripts/flow DESIGN_CONFIG=/design/flow/config.mk WORK_HOME=/design/flow/orfs finish
</file>
<file path="/design/flow/config.mk">
export PLATFORM = sky130hd
export DESIGN_NAME = exp_corr
export DESIGN_NICKNAME = exp_corr
export VERILOG_FILES = /design/flow/design.v
export SDC_FILE = /design/flow/constraint.sdc
export NUM_CORES = 4
export LEC_CHECK = 1
export CORE_AREA = 10 10 70 70
export DIE_AREA = 0 0 80 80
</file>
<file path="/design/flow/constraint.sdc">
current_design exp_corr

set clk_period 2.3
set clk_io_pct 0.2

create_clock -name clk0 -period $clk_period

set non_clock_inputs [all_inputs -no_clocks]
set_input_delay [expr $clk_period * $clk_io_pct] -clock clk0 $non_clock_inputs
set_output_delay [expr $clk_period * $clk_io_pct] -clock clk0 [all_outputs]
</file>
==> impl_metrics.py <==
# Auto-generated metrics
metrics = {
    "outcome": {
        "run_status": "complete, no violations",
    },
    "floorplanning": {
        "coreArea_sq_um": 3420,
        "chipArea_sq_um": 6400,
        "die_height_um": 80,
        "fp-utilization_pct": 4.80,
        "placement_row_count": 21,
        "die_width_um": 80,
        "pin_count": 66,
    },
    "cells_and_area": {
        "n_fill_cell": 399,
        "final_layout_top_logic_cells": "sky130_fd_sc_hd__dlygate4sd2_1 (8), sky130_fd_sc_hd__clkdlybuf4s50_1 (6), sky130_fd_sc_hd__xor2_1 (4), sky130_fd_sc_hd__buf_4 (4), sky130_fd_sc_hd__xnor2_1 (3)",
        "design.seq.count": 0,
        "synth_to_layout_area_growth_pct": 198,
        "drive_above_1_share_pct": 34.9,
        "final.clkbuf_count": 0,
        "final_common_cell": "sky130_fd_sc_hd__dlygate4sd2_1",
        "register_area_sq_um": 0,
        "finish.cell_count_without_fillers": 89,
        "multiInputGateArea_sq_um": 205,
        "stdcell_area_sq_um": 488,
    },
    "logic_synthesis": {
        "yosys_area_sq_um": 164,
        "synthCells": 20,
        "ys_seq_share_pct": 0,
        "syn-mean-instance-area_sq_um": 8.20,
        "synth_stat.cells": 20,
        "synth_area_sq_um": 164,
        "synth.lib_cells_used.distinct": 14,
        "yosysWarningCount": 0,
    },
    "global_route": {
        "grt_overflow_total": 0,
        "grt_pass1_vias": 243,
        "grt_max_degree": 6,
        "grt_usage_pct": 2.19,
        "global_route_wire_length_before_repair_mm": 1.16,
        "grt_antenna_before_repair": 0,
    },
    "route": {
        "avgRoutedWirePerCell_um": 8.43,
        "route.detailed.vias_per_inst": 2.46,
        "drt-pass1-iter-count": 2,
        "drtIter0Drc": 3,
        "antenna_left": 0,
        "detail_route.antenna_diodes": 0,
        "drcViolationCount": 0,
        "via_count": 219,
        "routed_wl_um": 750,
    },
    "setup_path": {
        "crit_fanout": 3,
        "worstSetupPathType": "input pin to primary output",
        "cp_data_required_time_ns": 1.84,
        "critPathArrivalTime_ns": 1.81,
        "crit_path_start_kind": "input pin",
        "worstSetupEndpointType": "primary output",
    },
    "power": {
        "cellPowerDensity_nw_per_um2": 139,
        "design_power_total_w": 0.0000679,
        "vdd_ir_drop_max_mv": 0.0448,
        "static_power_due_to_leakage_nw": 0.202,
    },
    "run": {
        "openroad.warnings": 81,
        "timing.max_cap.violations": 0,
    },
    "final_timing": {
        "finalCriticalPeriod_ns": 2.27,
        "hold_viol_final": 0,
        "max_freq_mhz": 441,
        "maxSlewHeadroom_pct": 85.0,
        "min_period_over_period_pct": 98.5,
        "max_slew.worst_pin.slew_ns": 0.224,
        "maxSlewViolCount": 0,
        "final_tally_of_setup_violations": 0,
    },
    "placed_design": {
        "place.port_buffers": 17,
        "globalplace.congestion": 0.784,
        "placed_cells": 89,
        "dpl_cell_area_sq_um": 437,
    },
    "cts": {
        "hold_buffers": 0,
        "cts_setup_buffers": 0,
    },
    "hold_path": {
        "worstHoldPathType": "input pin to primary output",
        "timing.hold.worst_path_depth": 4,
    },
}
worst paths after layout:
check                       from         end
worst max-delay path  exp_sum[0]  exp_res[5]
worst min-delay path  exp_sum[4]  exp_res[4]
layout make-up:
| type | instances | share of cell area [%] |
|---|---|---|
| Timing Repair Buffer | 23 | 44.6 |
| Multi-Input combinational cell | 18 | 42.1 |
| Tap cell | 46 | 11.8 |
| Inverter | 2 | 1.54 |
per-layer routing:
layer	vias to the layer above	global-route usage [%]	wire length, um
li1	115	-	-
met1	89	3.30	436
met2	15	3.13	236
met3	0	0.682	77
met4	0	0	0
met5	-	0	0
synthesized netlist by cell type (all sizes together):
library cell / count / area share [%]
xnor2: 3 / 16
nor3b: 1 / 7.6
inv: 2 / 4.6
xor2: 4 / 21
nand2: 1 / 2.3
nor4: 2 / 17
nor2: 1 / 2.3
nand2b: 1 / 3.8
or3: 1 / 6.9
nor3: 1 / 3.1
o21ai: 1 / 3.1
ha: 1 / 7.6
nand3b: 1 / 4.6
report_power, final:
group / switching (W) / total, W / internal, W
clock: 0 / 0 / 0
combinational: 0.0000246 / 0.0000679 / 0.0000433
sequential: 0 / 0 / 0
worst max-delay path, cell delays in order:
cell and delay [ns]:
sky130_fd_sc_hd__dlygate4sd2_1 0.27, sky130_fd_sc_hd__or3_4 0.41, sky130_fd_sc_hd__nor4_4 0.29, sky130_fd_sc_hd__xor2_1 0.16
sky130_fd_sc_hd__dlygate4sd2_1 0.21
cell families (layout without fill, tap and decap cells):
| group | count (synthesis) | after routing | synth area share [%] |
|---|---|---|---|
| xor gates and xnor gates | 7 | 7 | 37.4 |
| buffers and inverters | 2 | 25 | 4.58 |
| and+or+nand+nor | 9 | 9 | 47.3 |
| adders and majority gates | 1 | 1 | 7.63 |
| AOI/OAI and AO/OA | 1 | 1 | 3.05 |
timing repair:
item,4_1_cts,5_1_grt
endpoints found under the setup margin,7,2
resized,17,6
pin swaps,9,2
stage by stage:
| step | setup slack (ns) | utilization (%) | hold slack (ns) | setup TNS, ns |
|---|---|---|---|---|
| 2_1_floorplan | 0.677 | - | 0.943 | 0 |
| 5_1_grt | -0.0350 | 14.3 | 1.45 | -0.0350 |
| 6_report | 0.0345 | 14.3 | 1.40 | 0 |
| 4_1_cts | 0.0141 | 13.4 | 1.59 | 0 |
| 3_5_place_dp | -0.385 | 12.8 | 1.88 | -1.75 |
| 3_3_place_gp | -0.356 | 12.8 | 1.88 | -1.56 |
Power and IR drop assume default switching activity.
