==> design.v <==
module exp_adder (
    input  [7:0] exp1, exp2,
    output [7:0] exp_sum
);
parameter BIAS = 127;
assign exp_sum = exp1 + exp2 - BIAS;
endmodule
==> run.sh <==
#!/bin/bash
# OpenROAD 26Q1-2900-gdf79404cd8, Yosys 0.63+post, stock flow scripts
make -C /OpenROAD-flow-scripts/flow DESIGN_CONFIG=/design/flow/config.mk WORK_HOME=/design/flow/orfs finish
==> config.mk <==
export PLATFORM = sky130hd
export DESIGN_NAME = exp_adder
export DESIGN_NICKNAME = exp_adder
export VERILOG_FILES = /design/flow/design.v
export SDC_FILE = /design/flow/constraint.sdc
export NUM_CORES = 4
export LEC_CHECK = 1
export CORE_AREA = 10 10 70 70
export DIE_AREA = 0 0 80 80
==> constraint.sdc <==
current_design exp_adder

set clk_period 2.6
set clk_io_pct 0.2

create_clock -name clk0 -period $clk_period

set non_clock_inputs [all_inputs -no_clocks]
set_input_delay [expr $clk_period * $clk_io_pct] -clock clk0 $non_clock_inputs
set_output_delay [expr $clk_period * $clk_io_pct] -clock clk0 [all_outputs]
==> Table 3: Implementation characteristics <==
Physical implementation characteristics

Parameter                              Value

STA
  Worst slack on hold paths .................. 1.73 ns
  Final hold vios .................. 0
  Final Slew Violations .................. 0
  Final worst path period need .................. 2.59 ns
  RSZ-0062 raised after global routing .................. yes
  Worst slew pin tran .................. 0.222 ns
  Count of final setup violators .................. 0
  Relative slew margins .................. 0.851
  Top achievable clock speed .................. 386 MHz
  Final Cycle Share .................. 0.996

Clocking
  Hold Buf Count CTS .................. 0

Yosys
  Most frequent cells after synthesis .................. ha_1, inv_1, xnor2_1
  Mean cell area of the mapped netlist .................. 8.33 um2
  Number of standard cells after synthesis .................. 44
  Count of yosys warnings during synthesis .................. 0
  Post-synth cell types .................. 16
  Fraction of post-synthesis cell area in the top cell type by area .................. 0.444
  Synthesized cell area .................. 367 um2
  Sequential share of the synthesized area .................. 0
  Cells taking the most area after synthesis .................. ha_1, xnor2_1, inv_1
  Yosys stat area .................. 367 um2
  Post-synthesis cell count from yosys .................. 44
  Post-synth top area cell .................. ha_1
  Most frequently used cell type in the post-synthesis netlist .................. ha_1

Critical path
  Maximum fanout encountered on the critical timing path .................. 2
  Startpoint kind of the worst setup timing path .................. primary input
  Critical path class .................. in -> out
  CP max stage cell .................. clkdlybuf4s50_1
  Crit path required time .................. 2.08 ns
  Cell Chain, Critical Path .................. clkdlybuf4s50_1 > ha_1 > ha_2 > or2_2 > o22ai_2 > xnor2_1 > buf_2
  Crit path buffers/inverters .................. 2
  Crit path largest cell delay .................. about 0.4 ns
  CP arrival .................. 2.07 ns
  CP delay by family, top .................. buffers and inverters
  Element type at the critical path end .................. output pin

Status
  Result of the run .................. completed

Final layout
  Clock buf count .................. 0
  Fraction of final layout cells with drive strength greater than 1 .................. 0.532
  Non-filler cells, final .................. 125
  Sequential cell area .................. 0 um2
  Fill count .................. 369
  Count of flip-flops and latches .................. 0
  Layout Area Growth over Synthesis .................. 134%

Pwr
  Switching share of total power .................. 0.364
  Gate power share .................. 1.000
  Internal Pwr Total .................. about 140 uW
  Design Power .................. roughly 220 uW
  Peak VDD IR .................. 0.107 mV
  Leak .................. 0.000374 uW
  Part of the power in registers .................. 0
  Net Switching .................. 79.2 uW
  Clock network fraction of design power .................. 0
  Total power density per cell area .................. 253 nW/um2

Drt
  Remaining antenna violation count .................. 0
  Routed wire length .................. roughly 1300 um
  Post-DR vias/cell .................. between 3 and 4
  Initial drt markers .................. 5
  Remaining routing DRC violations .................. 0
  Average wire length per cell after detail routing .................. 10.3 um
  First-pass detailed-route iteration total .................. 2
  Routed via count .................. 428
  Count of antenna diodes in the layout .................. 0

Hold path
  Hold crit path type .................. in -> out

Place
  Dpl hpwl .................. 1010 um
  PortBufs .................. 24
  Total placed cells including tap cells .................. 120
  Final weighted congestion in routability-driven placement .................. approximately 0.8

GRT
  Vias in the first global route .................. 454
  Aggregate global-route resource usage .................. 0.0391
  Total grt overflow .................. 0
  First-pass GRT wire length .................. roughly 2100 um
  Pin count of the biggest net entering global routing .................. 5
  Antenna violations before repair .................. 0

Flow run
  Max-capacitance violation count .................. 0
  Tally of OpenROAD warnings .................. 34

Die
  Chip area .................. about 6400 um2
  Die span in y .................. 80 um
  Core footprint .................. 3420 um2
  Die extent in x .................. 80 um
  Floorplan row count .................. 21
  I/O pin count .................. 24
  Starting density of the core .................. 0.107
## cell families (layout without fill, tap and decap cells)
| group | after synthesis | count (layout) | share of synthesized area |
|---|---|---|---|
| compound gates | 8 | 8 | 0.154 |
| fa+ha+maj | 14 | 14 | 0.498 |
| xor+xnor | 6 | 6 | 0.143 |
| simple gates | 7 | 7 | 0.113 |
| buf+inv | 9 | 44 | 0.0921 |
## worst min-delay path: cells and delay by family
family	cells	cell delay, ns
xor+xnor	1	0.06
fa+ha+maj	2	0.29
buf+inv	3	0.34
## cell usage in the layout, fill, tap and decap left out, drive strengths merged, types with 2 or more instances in the layout
master         netlist  final
buf                  0     20
nor2                 2      2
clkdlybuf4s50        0      6
nand2                2      2
dlygate4sd2          0      7
a21oi                3      3
nor2b                2      2
xnor2                5      5
ha                  13     13
inv                  9      9
## cell type report
| class | count | area, um2 | share of cell area |
|---|---|---|---|
| Tap cell | 46 | 57.6 | 0.0670 |
| Timing Repair Buffer | 35 | 288 | 0.335 |
| Inverter | 9 | 33.8 | 0.0393 |
| Multi-Input combinational cell | 35 | 480 | 0.559 |
## per-stage QoR
stage / setup TNS [ns] / setup WS (ns) / area (um2) / util
detailed placement: -3.48 / -0.837 / 709 / 0.208
global route: -0.0762 / -0.0762 / 860 / 0.252
floorplan: 0 / 0.232 / 367 / -
CTS: -0.0118 / -0.0118 / 822 / 0.241
global placement: -3.37 / -0.807 / 709 / 0.208
finish: 0 / 0.0107 / 860 / 0.252
## layer usage
layer / track usage / routed length, um / up-vias / share of wire
met1: 0.0543 / 625 / 189 / 0.49
met3: 0.0205 / 208 / 0 / 0.16
met2: 0.0554 / 450 / 22 / 0.35
met4: 0 / 0 / 0 / 0
li1: - / - / 217 / -
met5: 0 / 0 / - / 0
## repair_timing
action / CTS / global route
endpoints found under the setup margin: 6 / 3
pin swaps: 21 / 5
buffers inserted: 5 / 0
resized: 58 / 6
## final timing paths
| check | startpoint | cells after the start | slack, ns | endpoint |
|---|---|---|---|---|
| setup / recovery | exp1[6] | 7 | 0.01 | exp_sum[7] |
| hold / removal | exp1[5] | 6 | 1.73 | exp_sum[6] |
## power groups by stage
stage,combinational [uW],sequential (uW),clock [uW]
CTS,208,0,0
finish,218,0,0
global route,243,0,0
No activity file was given, so power comes from the tool's default toggle rates.
