$ cat flow/config.mk
export PLATFORM = sky130hd
export DESIGN_NAME = csa
export DESIGN_NICKNAME = csa
export VERILOG_FILES = /design/flow/design.v
export SDC_FILE = /design/flow/constraint.sdc
export NUM_CORES = 4
export LEC_CHECK = 1
export CORE_AREA = 10 10 130 130
export DIE_AREA = 0 0 140 140
$ cat flow/constraint.sdc
current_design csa

set clk_period 1.0
set clk_io_pct 0.2

create_clock -name clk0 -period $clk_period

set non_clock_inputs [all_inputs -no_clocks]
set_input_delay [expr $clk_period * $clk_io_pct] -clock clk0 $non_clock_inputs
set_output_delay [expr $clk_period * $clk_io_pct] -clock clk0 [all_outputs]
$ cat flow/design.v
module csa 
#(
    parameter DATA_WIDTH = 64
)
(
    input [DATA_WIDTH - 1:0] num1, num2, num3,
    output [DATA_WIDTH - 1:0] ps, pc
);
assign ps = num1 ^ num2 ^ num3;
assign pc = (num1 & num2) | (num1 & num2) | (num2 & num3);
endmodule
$ cat flow/run.sh
#!/bin/bash
# OpenROAD 26Q1-2900-gdf79404cd8, Yosys 0.63+post, stock flow scripts
make -C /OpenROAD-flow-scripts/flow DESIGN_CONFIG=/design/flow/config.mk WORK_HOME=/design/flow/orfs finish
==> reports/metrics.yaml <==
outcome: "finished with violations"
violations: "negative setup slack"
slowest_stage: "ha_4"
grt_pass1_vias: 3100
min_path_type: "input pin to output port"
hold_viol_final: 0
warnings: 34
worstPathCellList: "buf_8 -> ha_4 -> xor2_2 -> buf_2"
yosysWarnings: 0
gr-usage-all-layers_pct: 11.5
initCoreUtil_pct: 13.7
core_area_sq_um: 14000
required_ns: 0.80
wl_per_cell_um: 17.9
setup.worst_path.class: "input pin to output port"
drt_iter0_drc: 35
design.seq.count: 0
dp_hpwl_mm: 11.0
avgSynthCellArea_sq_um: 10.0
topCellsByArea: "ha_1, xor2_1, a21o_2"
tightest_slew_ns: 0.173
final_antenna_net_count: 0
final.period_utilization_pct: 106
worst_slack_ns: -0.0620
ff_latch_area_sq_um: 0
grt_max_degree: 3
post-place-ws_ns: -0.910
io_buffers: 320
final_util_pct: 42.5
rows: 43
p_per_area_nw_per_um2: 432
drt_wl_total_mm: 12.5
drt_pass1_iterations: 4
ys_chip_area_sq_um: 1920
end_kind: "output port"
setup_violations: 21
peakVddDrop_mv: 0.174
p_leak_nw: 2.86
netlist_area_sq_um: 1920
worstSetupStartpointType: "input pin"
cts_hold_buf: 0
dieHeight_um: 140
io_pins: 320
grt-ovfl-total: 0
finalSetupTns_ns: -0.339
drive_gt1_share_pct: 77.6
p_total_w: 0.00257
synth_seq_share_pct: 0
mostFrequentLayoutCells: "buf_2, buf_6, ha_4"
netlist-cell-type-count: 4
nClkBuffers: 0
slowest_delay_ns: 0.26
die_area_sq_um: 19600
ys_cells: 192
slew_violations: 0
drc: 0
fillCellCount: 1335
viasPerCell: 3.97
gp_congestion: 1.02
path_buffers: 2
area_delta_synth_final_pct: 210
critPathTopFamily: "adder cells"
grt_antenna_before_repair: 1
vias: 2762
grt_pass1_wl_mm: 18.2
slew-limit-headroom_pct: 88.5
synth_cells: 192
maxCapViolCount: 0
final-comb-area_sq_um: 2800
top_cell_area_share_pct: 41.7
cp.arrival_ns: 0.86
lay_top_count: "buf_2"
fmaxAchievable_ghz: 0.942
largest_area_cell: "ha_1"
die_w_um: 140
path_max_fanout: 1
period_minus_slack_ns: 1.06
rsz0062_at_grt: "yes"
-- per-layer routing --
layer,GRT usage [%],share of wire (%)
met5,0,0
met4,0.652,0.60
met2,21.2,52
met1,12.9,37
met3,4.11,10
-- synthesized netlist by cell type, drive strengths merged --
library cell / count
a21o: 64
ha: 64
xor2: 64
-- timing repair --
action / in CTS / in global routing
buffers inserted: 1 / 1
endpoints found under the setup margin: 128 / 88
pin swaps: 84 / 9
gates resized: 1318 / 79
-- final cells by class --
cell class | count | share of cell area (%)
tap | 180 | 3.79
multi-input combinational | 192 | 47.1
timing repair buffer | 322 | 49.0
antenna | 1 | 0.0421
-- cells by family after synthesis --
logic type | after synthesis | share of synthesized area [%]
fa+ha+maj | 64 | 41.7
compound gates | 64 | 29.1
xor+xnor | 64 | 29.2
-- report_power, final --
| group | internal, W | switching [W] | leakage, nW |
|---|---|---|---|
| Sequential | 0 | 0 | 0 |
| Combinational | 0.00173 | 0.000836 | 2.86 |
| Clock | 0.000000000134 | 0 | 0.00000634 |
-- stage by stage --
stage	instance area (sq um)	hold slack [ns]	cells
floorplan	1920	0.425	192
global placement	5350	1.36	692
detailed placement	5350	1.36	692
CTS	5830	0.667	693
global route	5940	0.678	695
finish	5940	0.660	695
-- final timing paths --
check	end	cells past startpoint	slack, ns	from
hold / removal	pc[30]	3	0.66	num2[30]
setup / recovery	ps[16]	4	-0.06	num1[16]
Power is estimated from default activity; no workload was simulated.
